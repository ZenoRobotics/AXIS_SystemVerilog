`/design/flow/config.mk`:
```
export PLATFORM = sky130hd
export DESIGN_NAME = eth_mux
export DESIGN_NICKNAME = eth_mux
export VERILOG_FILES = /design/flow/design.v
export SDC_FILE = /design/flow/constraint.sdc
export NUM_CORES = 4
export LEC_CHECK = 1
export CORE_UTILIZATION = 40
```
`/design/flow/constraint.sdc`:
```
current_design eth_mux

set clk_period 4.9
set clk_io_pct 0.2

create_clock -name clk0 -period $clk_period [get_ports {tx_clk}]

set non_clock_inputs [all_inputs -no_clocks]
set_input_delay [expr $clk_period * $clk_io_pct] -clock clk0 $non_clock_inputs
set_output_delay [expr $clk_period * $clk_io_pct] -clock clk0 [all_outputs]
```
`/design/flow/design.v`:
```
`timescale 1ns / 1ps
package ethernet_frame_pkg;
   localparam ETH_FULL_FRAME_BYTE_CNT_BYTES = 2;
   localparam SWHWM_HEADER_BYTES = 16;
   localparam SESSION_REG_MSG_BYTES = 6;
   localparam TCP_IP_ETH_HEADER_BYTES = 54;
   localparam APPL_DATA_BYTES = 32;   
   localparam FCS_BYTES = 4;
   localparam PACKET_PAYLOAD_BYTES =  
                                     SWHWM_HEADER_BYTES +
                                     SESSION_REG_MSG_BYTES +
                                     TCP_IP_ETH_HEADER_BYTES +
                                     APPL_DATA_BYTES +  
                                     FCS_BYTES;
   localparam MIN_APPL_DATA_BYTES = 6;
   localparam MAX_APPL_DATA_BYTES = (1500 - 40);
endpackage
`timescale 1ns / 1ps
parameter LANE_CONTROLLER = 0;
parameter LANE_OUTBOUND = 1;
parameter NUM_RX_LANES = 2;
parameter NUM_TX_LANES = 2;
interface top_mux_if ();
    logic    [NUM_RX_LANES-1:0] rx_clk;    
    logic    [NUM_RX_LANES-1:0] rx_rst;    
    logic            rx_axis_tvalid [NUM_RX_LANES-1:0];   
    logic     [31:0] rx_axis_tdata  [NUM_RX_LANES-1:0];   
    logic            rx_axis_tlast  [NUM_RX_LANES-1:0];   
    logic     [3:0]  rx_axis_tkeep  [NUM_RX_LANES-1:0];   
    logic    [NUM_TX_LANES-1:0] tx_clk;   
    logic    [NUM_TX_LANES-1:0] tx_rst;   
    logic            tx_axis_tready [NUM_TX_LANES-1:0];   
    logic            tx_axis_tvalid [NUM_TX_LANES-1:0];   
    logic     [31:0] tx_axis_tdata  [NUM_TX_LANES-1:0];   
    logic            tx_axis_tlast  [NUM_TX_LANES-1:0];   
    logic     [3:0]  tx_axis_tkeep  [NUM_TX_LANES-1:0];   
endinterface
`timescale 1ns / 1ps
import ethernet_frame_pkg::*;
module eth_mux
(
    input  wire         fifo_rx_tvalid,                  
    input  wire [31:0]  fifo_rx_tdata,                   
    input  wire  [3:0]  fifo_rx_tkeep,                   
    input  wire         fifo_rx_tlast,                   
    output reg          fifo_rx_tready,                  
    input  wire         rx_rst,                          
    input  wire         tx_clk,                          
    input  wire         tx_rst,                          
    output wire         mux_out_tvalid,                  
    output wire [31:0]  mux_out_tdata,                   
    output wire  [3:0]  mux_out_tkeep,                   
    output wire         mux_out_tlast,                   
    input  wire         mux_in_tready                    
);
   localparam [15:0] ETH_TYPE_SWHW_MESSAGE = 16'h88_B5;
   reg  [47:0] SWHWMH_destMAC;     
   reg  [47:0] SWHWMH_sourceMAC;   
   reg  [15:0] SWHWMH_etherType;   
   reg   [7:0] SWHWMH_msgType;     
   reg  [31:0] SRM_requestID;
   reg   [7:0] SRM_sessionID;
   reg   [7:0] SRM_exchangeCode;
   reg   [47:0] EthH_destMAC;
   reg   [47:0] EthH_sourceMAC;
   reg   [15:0] EthH_etherType;  
   reg   [7:0] IPH_versionAndIHL;  
   reg   [7:0] IPH_dscpAndECN;
   reg  [15:0] IPH_totalLength;
   reg  [15:0] IPH_identification;
   reg  [15:0] IPH_flagsAndFragmentOffset;
   reg   [7:0] IPH_ttl;
   reg   [7:0] IPH_protocol;  
   reg  [15:0] IPH_headerChecksum;
   reg  [31:0] IPH_sourceIP;
   reg  [31:0] IPH_destIP;
   reg  [15:0]  TCPH_sourcePort; 
   reg  [15:0]  TCPH_destPort;
   reg  [31:0]  TCPH_seqNum;
   reg  [31:0]  TCPH_ackNum;
   reg   [7:0]  TCPH_dataOffsetRsv;   
   reg   [7:0]  TCPH_Flags;
   reg  [15:0]  TCPH_windowSize;
   reg  [15:0]  TCPH_checksum;
   reg  [15:0]  TCPH_urgentPointer;
   reg  [7:0]   APL_data [5:0];   
   reg [31:0]   EthH_fcs;     
   typedef enum     {IDLE, PREAMBLE, SFD, HEADER, DATA, FCS, WAIT}  state_type;
   state_type current_state = IDLE;
   state_type next_state    = IDLE;
   reg  [31:0]  buf_mux_out_tdata  = 32'h00000000;
   reg          buf_fifo_rx_tready =  1'b0;
   reg          buf_mux_out_tvalid =  1'b0;         
   reg   [3:0]  buf_mux_out_tkeep  =  4'h0;         
   reg          buf_mux_out_tlast  =  1'b0;        
   always @(posedge tx_clk)     
     if (tx_rst == 1'b1)
       fifo_rx_tready <= 1'b1;
     else
       fifo_rx_tready <= mux_in_tready || !mux_out_tvalid;   
   always @(posedge tx_clk) begin
     if (tx_rst == 1'b1) 
       begin
         buf_mux_out_tdata  <= 32'h00000000;
         buf_mux_out_tkeep  <=  4'h0;         
         buf_mux_out_tlast  <=  1'b0; 
       end
     else if (!mux_in_tready && fifo_rx_tready && fifo_rx_tvalid)   
       begin
         buf_mux_out_tdata  <= fifo_rx_tdata;
         buf_mux_out_tkeep  <= fifo_rx_tkeep;         
         buf_mux_out_tlast  <= fifo_rx_tlast; 
       end
     end
   assign mux_out_tvalid = fifo_rx_tvalid || !fifo_rx_tready;
   assign mux_out_tdata = !fifo_rx_tready ? buf_mux_out_tdata : fifo_rx_tdata;
   assign mux_out_tkeep = !fifo_rx_tready ? buf_mux_out_tkeep : fifo_rx_tkeep;
   assign mux_out_tlast = !fifo_rx_tready ? buf_mux_out_tlast : fifo_rx_tlast; 
endmodule
```
`/design/flow/run.sh`:
```
#!/bin/bash
# OpenROAD 26Q1-2900-gdf79404cd8, Yosys 0.63+post, stock flow scripts
make -C /OpenROAD-flow-scripts/flow DESIGN_CONFIG=/design/flow/config.mk WORK_HOME=/design/flow/orfs finish
```
==> results.yml <==
# generated from flow reports
die:
  std_cell_rows: 26
  core_util_floorplan: 0.422
  ios: 81
  chipArea_um2: 5760
  core_um2: 5170
  dieHeight_um: 75.9
  dieWidth_um: 75.9
power:
  p_leak_uw: 0.00112
  peakVddDrop_uv: 107
  power.density_nw_per_um2: 234
  total_power_uw: 707
final_timing:
  drv_slew: 0
  fmax_mhz: 326
  skew_ns: 0.00329
  timing.hold.ws_ns: 0.469
  fin_crit_sh: 0.626
  finalCriticalPeriod_ns: 3.07
  finalHoldViolCount: 0
  grt_setup_unrepaired: "false"
  fin_setup_tns_ns: 0
  worst_slew_pin_slew_ns: 0.762
  setup_viol: 0
  timing.final.ws_setup_ns: 1.83
  slew_headroom: 0.492
worst_setup_path:
  reg2reg_from: "fifo_rx_tready$_SDFF_PP1_"
  path_max_fanout: 2
  arrival_ns: 2.09
  reg2reg_slack_ns: 2.81
  slowest_stage: "clkdlybuf4s50_1"
  crit_path_max_incr_delay_ns: 0.43
  cp.required_ns: 3.92
  end_kind: "primary output"
  cp.depth: 3
  cpLargestDelayFamily: "buffers and inverters"
  cp_cell_sequence: "clkdlybuf4s50_1 > mux2_2 > clkdlybuf4s50_1"
  critPathLaunchType: "primary input"
  crit_top_cell: "clkdlybuf4s50_1"
  r2r-end: "buf_mux_out_tdata[10]$_SDFFE_PP0P_"
  critPathBufInv: 2
  crit_type: "in -> out"
  r2r.worst_path.cells: 3
clocking:
  clk_path_buf_depth: 2
  ctsResizeCount: 0
  clkLatencyLatePin_ns: 0.28
  cts_sinks: 38
  clk_pin_slew_ns: 0.07
  cts-root-buf: "clkbuf_8"
  cts_buffers: 5
  htree_num_levels: 2
  ctsHoldBuffers: 0
  post_cts_buffers: 0
  cts_tree: "yes"
synth:
  yosys_warnings: 1
  syn_inst: 206
  ys_area_um2: 2180
  yosys_cells: 206
  synth-simple-area-share: 0.224
  synthAoiAreaFrac: 0
  top_logic_kind: "multiplexers"
  postSynthAreaPerCell_um2: 10.6
  ys_sh_xor: 0
  adder_share: 0
  synth_cell_types: 12
  syn_area_um2: 2180
  mux_area_frac: 0.360
  synth_seq_share: 0.348
  ys_seq_elements: 38
layout:
  drive_above_1_share: 0.176
  area_delta_synth_final_pct: 38.2
  fin_area_um2: 3020
  fillers: 469
placement:
  gp_congestion: 0.671
  dp_slack_ns: 1.83
  place_hpwl_um: 2550
  postPlaceCellArea_um2: 2930
  io_buffers: 79
grt:
  grtUsageMet3: 0.0576
  overflow: 0
  track_usage: 0.144
  grt_pass1_wl_um: 6240
  grt-busiest-layer: "met2"
  grt_pass1_vias: 1396
  gr-usage-met2: 0.228
  global_route.usage.met1: 0.195
  antenna_found_initial: 0
  grt_max_degree: 76
routing:
  drt_pre_antenna_iters: 4
  antenna_left: 0
  route.antenna.diode_count: 0
  routed_wl_um: 4040
  drc_errors: 0
  drt_iter0_drc: 32
  via_per_inst: 4.51
  dr_total_vias: 1574
  wl_per_cell_um: 11.6
run:
  tool_warnings: 27
  drv_cap: 0
run_status:
  status: "finished clean"
min_path:
  hp-class: "reg -> reg"
  hold_end: "buf_mux_out_tdata[23]$_SDFFE_PP0P_"
  hold_depth: 2
  hp-start: "buf_mux_out_tdata[23]$_SDFFE_PP0P_"
placed cells by master, fill, tap and decap left out:
cell             instances
clkdlybuf4s50_1         78
nand2b_1                75
mux2_2                  37
mux2i_1                 37
dfxtp_1                 37
clkbuf_8                 6
buf_4                    2
and3b_4                  1
nor2_1                   1
nand2_1                  1
clkbuf_1                 1
clkinv_2                 1
dfxtp_2                  1
buf_2                    1
routing by layer:
layer,vias to the layer above,part of all wire
li1,829,-
met1,687,0.48
met2,53,0.41
met3,5,0.097
met4,0,0.013
met5,-,0
layout make-up:
type	instances	area, um^2	share of cell area
multi-input combinational	152	1280	0.423
timing repair buffer	81	801	0.265
sequential	38	762	0.252
tap	70	87.6	0.0290
clock buffer	7	86.3	0.0286
clock inverter	1	5.00	0.00166
synth_stat cells (all sizes together):
master / instances / share of area
dfxtp: 38 / 0.35
nand2: 1 / 0.0017
mux2i: 37 / 0.17
clkbuf: 7 / 0.012
nand2b: 75 / 0.21
and3b: 1 / 0.0057
buf: 9 / 0.055
mux2: 37 / 0.19
nor2: 1 / 0.0017
worst max-delay path by stage:
stage	slack, ns	start	to
CTS	1.82	fifo_rx_tdata[0]	mux_out_tdata[0]
global route	1.73	fifo_rx_tready$_SDFF_PP1_	mux_out_tkeep[2]
finish	1.83	fifo_rx_tdata[6]	mux_out_tdata[6]
state kept, by name, indices dropped and copies added (netlist names):
| signal | count |
|---|---|
| buf_mux_out_tdata | 32 |
| fifo_rx_tready | 1 |
| buf_mux_out_tkeep | 4 |
| buf_mux_out_tlast | 1 |
where the power goes:
part           leakage (uW)  total, uW  switching, uW  internal [uW]
clock network     0.0000482        219            105            113
logic              0.000762        154           42.2            112
registers          0.000310        334           9.37            325
tightest hold or removal path: cells and delay by family (launching register included):
family,cells,cell delay [ns]
mux,1,0.06
flops,1,0.31
simple gates,1,0.06
kinds of logic after synthesis:
group / count (synthesis)
simple gates: 78
mux: 74
buf+inv: 16
flops: 38
stage by stage:
| step | util | std cells |
|---|---|---|
| final | 0.583 | 349 |
| after global routing | 0.583 | 349 |
| after CTS | 0.583 | 349 |
| after detailed placement | 0.566 | 341 |
| after global placement | 0.566 | 341 |
| after floorplan | - | 206 |
Power is estimated from default activity; no workload was simulated.
